<file path="./constraint.sdc">
current_design ClockDivider

set clk_period 2.2
set clk_io_pct 0.2

create_clock -name clk0 -period $clk_period [get_ports {CLK}]

set non_clock_inputs [all_inputs -no_clocks]
set_input_delay [expr $clk_period * $clk_io_pct] -clock clk0 $non_clock_inputs
set_output_delay [expr $clk_period * $clk_io_pct] -clock clk0 [all_outputs]
</file>
<file path="./design.v">
module ClockDivider(
	input CLK,  
	input reset,   
	output reg clk   
);
	reg[17:0] c;   
	initial begin
		c[17:0] <= 0;
		clk <= 0;
	end
	always @(negedge CLK) begin
		if (~reset) begin   
			clk = 0;
			c[17:0] <= 0;
		end
		else if (c >= 250000) begin   
			c <= 0;
			clk <= ~clk;
		end
		else begin
			c <= c + 1;
		end
	end
endmodule
</file>
<file path="./run.sh">
#!/bin/bash
# OpenROAD 26Q1-2900-gdf79404cd8, Yosys 0.63+post, stock flow scripts
make -C /OpenROAD-flow-scripts/flow DESIGN_CONFIG=/design/flow/config.mk WORK_HOME=/design/flow/orfs finish
</file>
<file path="./config.mk">
export PLATFORM = sky130hd
export DESIGN_NAME = ClockDivider
export DESIGN_NICKNAME = ClockDivider
export VERILOG_FILES = /design/flow/design.v
export SDC_FILE = /design/flow/constraint.sdc
export NUM_CORES = 4
export LEC_CHECK = 1
export CORE_AREA = 10 10 87 87
export DIE_AREA = 0 0 97 97
</file>
==> impl_table.tex <==
% Table of physical implementation metrics
\begin{tabular}{lr}
\hline
Metric & Value \\
\hline
\multicolumn{2}{l}{\textbf{Detailed routing}} \\
\quad Number of DRC markers after the initial detailed-route iteration & 63 \\
\quad Post-DR wirelength/cell & 8.13 um \\
\quad Routed wire length on met3 & 92 um \\
\quad Final antenna diode count & 0 \\
\quad First-pass iteration count of the detailed router & 3 \\
\quad Amount of wire on met2 after detailed routing & 646 um \\
\quad Remaining routing DRC violations & 0 \\
\quad Uppermost metal layer occupied by signal nets & met3 \\
\quad Post-route antenna net violation count & 0 \\
\quad DRT Wirelength & 1.59 mm \\
\quad Vias & 697 \\
\quad Post-Route M1 WL & 845 um \\
\quad Detail-routed via count per cell & 3.57 \\
\multicolumn{2}{l}{\textbf{Worst setup path}} \\
\quad Number of cells traversed by the worst register-to-register path & 4 \\
\quad CP Data Required Time & 1.76 ns \\
\quad Setup slack of the worst register-to-register path & 0.60 ns \\
\quad Cell-by-cell trace of the critical path & buf\_2 \\
\quad Destination of the worst register-to-register timing path & c[14] \\
\quad CP max stage cell & sky130\_fd\_sc\_hd\_\_dfxtp\_2 \\
\quad Capturing element type of the critical path & primary output \\
\quad Crit path max-delay family & flip-flops \\
\quad Slowest Stage Delay on Critical Path & 0.31 ns \\
\quad Worst Path Buf+Inv & 1 \\
\quad Biggest fanout along the worst timing path & 2 \\
\quad Arrival time at the worst endpoint & 1.83 ns \\
\quad Critical path start-end classification & reg -> out \\
\quad Type of element launching the critical path & flip-flop \\
\quad Source of the worst register-to-register timing path & c[2] \\
\multicolumn{2}{l}{\textbf{Global route}} \\
\quad Via count of the first global-routing pass & 696 \\
\quad Pin count of the biggest net entering global routing & 19 \\
\quad Antenna violations before repair & 0 \\
\quad First-pass GRT wire length & 2.73 mm \\
\quad GRT Overall Usage & 0.0325 \\
\quad Leftover overflow at the end of global routing & 0 \\
\multicolumn{2}{l}{\textbf{Die}} \\
\quad Horiz. Die Dim & 97 um \\
\quad Ports & 3 \\
\quad Vertical die size & 97 um \\
\quad Chip area & 0.00941 mm2 \\
\quad Row count & 27 \\
\quad Core Area & 0.00564 mm2 \\
\quad Core utilization before placement & 0.153 \\
\multicolumn{2}{l}{\textbf{Pwr}} \\
\quad Power density over the cells & 691 mW/mm2 \\
\quad Pleak & 0.424 nW \\
\quad Worst vdd rail ir drop & 0.000280 V \\
\multicolumn{2}{l}{\textbf{Final layout}} \\
\quad Comb gate area & 430 um2 \\
\quad Layout Cells excl Fill & 195 \\
\quad Filler Cells Inserted & 612 \\
\quad Synthesis-to-layout area growth & 25.9\% \\
\quad FF/Latch Area & 382 um2 \\
\quad Ratio of cells with drive above 1 in the final layout & 0.0650 \\
\quad Area of all placed cells without fillers & 0.00108 mm2 \\
\multicolumn{2}{l}{\textbf{Clocking}} \\
\quad Htree depth & 1 \\
\quad TritonCTS clock tree & built \\
\quad Clk Tree Root Cell & sky130\_fd\_sc\_hd\_\_clkbuf\_8 \\
\quad Reg clk slew, reported paths & 0.04 ns \\
\quad Number of clock buffers inserted by TritonCTS & 3 \\
\quad Worst-Skew Late Latency & 0.33 ns \\
\quad Clock tree sinks & 19 \\
\quad Post-CTS Setup Bufs & 0 \\
\quad Clk buf depth & 2 \\
\multicolumn{2}{l}{\textbf{Synth}} \\
\quad Register area share after synthesis & 0.442 \\
\quad Instance tally after logic synthesis & 100 \\
\quad Largest cells by area after synthesis & sky130\_fd\_sc\_hd\_\_dfxtp\_1, sky130\_fd\_sc\_hd\_\_xnor2\_1, sky130\_fd\_sc\_hd\_\_nor2\_1, sky130\_fd\_sc\_hd\_\_nor4\_1, sky130\_fd\_sc\_hd\_\_nand3\_1 \\
\quad Tally of unique sky130hd cells used after synthesis & 21 \\
\quad Yosys-reported design area after synthesis & 861 um2 \\
\quad Register bit count reported by yosys & 19 \\
\quad Yosys top cell by area & sky130\_fd\_sc\_hd\_\_dfxtp\_1 \\
\quad Yosys top cell by instances & sky130\_fd\_sc\_hd\_\_nor2\_1 \\
\quad Synthesized area per cell & 8.61 um2 \\
\quad Syn Std Cell Area & 861 um2 \\
\quad Synth top cells by count & sky130\_fd\_sc\_hd\_\_nor2\_1, sky130\_fd\_sc\_hd\_\_dfxtp\_1, sky130\_fd\_sc\_hd\_\_xnor2\_1 \\
\quad Post-synth tally of flip-flops with integrated enable & 0 \\
\quad Tally of yosys warning messages & 1 \\
\quad Main flop type & sky130\_fd\_sc\_hd\_\_dfxtp\_1 \\
\quad Share of flip-flops with an asynchronous set or reset after synthesis & 0 \\
\quad Number of cell instances after yosys synthesis & 100 \\
\quad Area fraction of the dominant cell type after synthesis & 0.442 \\
\multicolumn{2}{l}{\textbf{STA}} \\
\quad Final worst hold slack & 0.474 ns \\
\quad Relative slew slack & 0.640 \\
\quad Worst path setup slack after routing & -0.0676 ns \\
\quad Slew at the pin with the worst max-slew slack & 0.538 ns \\
\quad Final setup skew & 0.00958 ns \\
\quad Final Max-Slew Violation Tally & 0 \\
\quad Unrepaired setup endpoints after global routing & true \\
\quad Final Hold Violation Tally & 0 \\
\quad Finish-stage setup viols & 1 \\
\multicolumn{2}{l}{\textbf{Hold path}} \\
\quad Terminating pin of the worst hold path & c[17] \\
\quad Source of the worst hold timing path & c[17] \\
\quad Hold Path Class & reg -> reg \\
\quad Hold path depth & 2 \\
\multicolumn{2}{l}{\textbf{Flow run}} \\
\quad Total of max-cap violations & 0 \\
\quad Number of logged tool warnings & 48 \\
\multicolumn{2}{l}{\textbf{Placed design}} \\
\quad Total of buffers placed on input and output ports & 2 \\
\quad Number of cells after detailed placement & 173 \\
\quad Post-detailed-placement half-perimeter wirelength & 967 um \\
\quad Standard cell area after detailed placement & 975 um2 \\
\quad Final estimated routing congestion in global placement & 0.768 \\
\multicolumn{2}{l}{\textbf{Status}} \\
\quad Violated checks & negative setup slack \\
\quad Result of the run & finished, violations left \\
\hline
\end{tabular}
==> cell families (layout without fill, tap and decap cells) <==
family	count (synthesis)	in the layout	share of synthesized area
buf+inv	10	33	0.0581
fa+ha+maj	2	2	0.0291
compound gates	4	4	0.0305
xor+xnor	16	16	0.163
flops	19	19	0.442
simple gates	49	49	0.278
==> timing repair <==
action	CTS	global route
hold buffers	0	0
setup endpoints to repair	1	1
hold endpoints to repair	0	0
gates resized	4	0
==> per-layer routing <==
layer  global-route usage  vias to the layer above
met5                    0                        -
met4               0.0192                        0
met3               0.0229                        0
met2               0.0394                        8
met1               0.0401                      310
li1                     -                      379
==> worst max path at each step <==
stage     slack, ns  end  cells after the start  from
4_1_cts       -0.08  clk                      1   clk
5_1_grt       -0.10  clk                      1   clk
6_report      -0.07  clk                      1   clk
==> final cells by class <==
class	instances	share of cell area
clock inverters	20	0.0693
well taps	72	0.0831
clock buffers	3	0.0381
flip-flops and latches	19	0.352
multi-input cells	71	0.397
inverters	6	0.0208
repair buffers	4	0.0393
==> state kept, by name, summed over array words and instances, names as in the netlist <==
register,count
c,18
clk,1
==> power breakdown <==
| group | switching [mW] | internal, mW | leakage [nW] |
|---|---|---|---|
| logic | 0.0117 | 0.0102 | 0.142 |
| registers | 0.00584 | 0.352 | 0.154 |
| clock network | 0.200 | 0.170 | 0.128 |
| total | 0.218 | 0.532 | 0.424 |
==> metrics by stage <==
stage          utilization  TNS [ns]  power (mW)  worst slack [ns]
2_1_floorplan            -         0       0.433             0.198
3_3_place_gp         0.173     -3.94       0.439            -0.229
3_5_place_dp         0.173     -4.21       0.441            -0.238
4_1_cts              0.192   -0.0812       0.774           -0.0812
5_1_grt              0.192    -0.104       0.823            -0.104
6_report             0.192   -0.0676       0.749           -0.0676
==> placed cells by master (no fill, tap or decap), drive strengths merged <==
master	n
dfxtp	19
o21ai	1
clkbuf	3
xnor2	13
buf	3
nand4	4
clkdlybuf4s50	1
nor4	7
a311oi	1
ha	2
o31ai	1
and2	1
nand2b	1
nor3	6
nand3	7
nand2	3
a21oi	1
xor2	3
inv	26
nor2	20
No activity file was given, so power comes from the tool's default toggle rates.
