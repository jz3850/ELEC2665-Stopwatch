### run.sh
#!/bin/bash
# OpenROAD 26Q1-2900-gdf79404cd8, Yosys 0.63+post, stock flow scripts
make -C /OpenROAD-flow-scripts/flow DESIGN_CONFIG=/design/flow/config.mk WORK_HOME=/design/flow/orfs finish
### config.mk
export PLATFORM = sky130hd
export DESIGN_NAME = SevenSegEncoder
export DESIGN_NICKNAME = SevenSegEncoder
export VERILOG_FILES = /design/flow/design.v
export SDC_FILE = /design/flow/constraint.sdc
export NUM_CORES = 4
export LEC_CHECK = 1
export CORE_AREA = 10 10 97 97
export DIE_AREA = 0 0 107 107
### constraint.sdc
current_design SevenSegEncoder

set clk_period 5.1
set clk_io_pct 0.2

create_clock -name clk0 -period $clk_period

set non_clock_inputs [all_inputs -no_clocks]
set_input_delay [expr $clk_period * $clk_io_pct] -clock clk0 $non_clock_inputs
set_output_delay [expr $clk_period * $clk_io_pct] -clock clk0 [all_outputs]
### design.v
module BCDToSegment(
	input [3:0] B,   
	output reg [6:0] S    
);
always @ (B) begin
		case(B)
			4'b0000: S = 7'b1000000;  
			4'b0001: S = 7'b1111001;  
			4'b0010: S = 7'b0100100;  
			4'b0011: S = 7'b0110000;  
			4'b0100: S = 7'b0011001;  
			4'b0101: S = 7'b0010010;  
			4'b0110: S = 7'b0000010;  
			4'b0111: S = 7'b1111000;  
			4'b1000: S = 7'b0000000;  
			4'b1001: S = 7'b0010000;  
			default: S = 7'b1000000;  
		endcase
end
endmodule
module EightBinaryToBCD(
    input [7:0] Binary,
    output reg [11:0] BCD
);
    reg [3:0] i;    
	 always @(Binary)
	 begin
		BCD = 0; 
		for (i = 4'd0; i < 4'd8; i = i + 4'd1) begin
			 BCD = {BCD[10:0],Binary[7-i]};    
			 if(i < 7 && BCD[3:0] > 4)         
				  BCD[3:0] = BCD[3:0] + 4'd3;
			 if(i < 7 && BCD[7:4] > 4)
				  BCD[7:4] = BCD[7:4] + 4'd3;
			 if(i < 7 && BCD[11:8] > 4)
				  BCD[11:8] = BCD[11:8] + 4'd3;  
		end
end     			 
endmodule
module SevenSegEncoder(
	input [6:0] Min,   
	input [5:0] Sec,   
	input [6:0] Dec,   
	output [6:0] Hex1,   
	output [6:0] Hex2,   
	output [6:0] Hex3,   
	output [6:0] Hex4,   
	output [6:0] Hex5,   
	output [6:0] Hex6    
);
	wire [11:0] BCD1;   
	wire [11:0] BCD2;   
	wire [11:0] BCD3;   
	reg [3:0] Min_10;   
	reg [3:0] Min_1;    
	reg [3:0] Sec_10;   
	reg [3:0] Sec_1;    
	reg [3:0] Dec_10;   
	reg [3:0] Dec_1;    
	EightBinaryToBCD b0(
	{1'b0, Min},    
	BCD1
	);  
	EightBinaryToBCD b1(
	{1'b0, 1'b0, Sec},
	BCD2
	);
	EightBinaryToBCD b2(
	{1'b0, Dec},
	BCD3
	);
	always @ (*) begin
		Min_10[3:0] <= BCD1[7:4];
		Min_1[3:0]  <= BCD1[3:0];
		Sec_10[3:0] <= BCD2[7:4];
		Sec_1[3:0]  <= BCD2[3:0];
		Dec_10[3:0] <= BCD3[7:4];
		Dec_1[3:0]  <= BCD3[3:0];
	end
	BCDToSegment dis0(
		Dec_1[3:0],
		Hex6[6:0]
	);
	BCDToSegment dis1(
		Dec_10[3:0],
		Hex5[6:0]
	);
	BCDToSegment dis2(
		Sec_1[3:0],
		Hex4[6:0]
	);
	BCDToSegment dis3(
		Sec_10[3:0],
		Hex3[6:0]
	);
	BCDToSegment dis4(
		Min_1[3:0],
		Hex2[6:0]
	);
	BCDToSegment dis5(
		Min_10[3:0],
		Hex1[6:0]
	);
endmodule
==> reports/metrics.cfg <==
[grt]
grt_max_degree = 16
grt_pass1_vias = 3963
grt_pass1_wl_um = 18100
grtUsageTotal_pct = 17.8
antenna_found_initial = 0
grt_overflow = 0

[detailed_routing]
drc = 0
ant_nets = 0
drtIter0Drc = 191
routed_wl_um = 12000
wl_per_cell_um = 15.8
dr_total_vias = 4216
via_per_inst = 5.53
first_pass_iters = 4
antennaDiodeCount = 0

[final_layout]
syn2layout_area_growth_pct = 94.9
seq_area_um2 = 0
flops = 0
mostFrequentLayoutCell = buf_4
clock_buffers = 0
most-common-layout-cells = 164 x buf_4, 29 x nand2_1, 26 x buf_6
drive_above_1_share_pct = 56.7

[setup_path]
crit_top_cell = ha_4
required_ns = 4.08
crit_path_end_kind = output port
crit_type = input port to output port
cp_cell_sequence = buf_8, inv_4, ha_4, inv_2, ha_4, buf_6, or3_4, a21oi_4, a211o_1, nor2_2, inv_1, ha_2, inv_2, ha_4, or3_4, nand2_4, buf_6, ha_4, nor2_2, or2_4, o2bb2ai_2, buf_2
crit_family = simple AND/OR/NAND/NOR gates
slowest_delay_ns = 0.40
cp-start-kind = input port
critPathSlowestCell = or3_4
critPathArrivalTime_ns = 4.09
critPathMaxFanout = 6
critPathBufInv = 8

[placed_design]
portBuffers = 62
hpwl_um = 7360
finalWeightedCongestion = 0.965

[sta]
slew_violations = 0
layout_setup_ws_ns = -0.00600
min_period_ns = 5.11
hold_violations = 0
finalSetupTns_ns = -0.00600
slew_headroom_pct = 54.3
finalClockPeriodUsage_pct = 100
worst_pin_slew_ns = 0.682
fmax_mhz = 196
setup_violations = 1
rsz0062_at_grt = true

[synthesis]
yosys_area_um2 = 3130
syn_inst = 436
topCombFamilyByArea = AND-OR/OR-AND gates
ys_seq_share_pct = 0
simple_gate_area_share_pct = 24.6
yosysUniqueCellTypes = 90
yosysCellCount = 436
synthXorXnorAreaFrac_pct = 4.32
synth_area_um2 = 3130
ys_sh_aoi_pct = 34.1
yosys_warnings = 3
post_synth.cell_area_avg_um2 = 7.17
synth-adder-area-share_pct = 18.8
mux_share_pct = 8.68

[hold_path]
whs_endpoint = Hex6[5]
hp-class = input port to output port
hp-start = Dec[0]
min_path_cells = 3

[die]
fp_util_pct = 42.9
dieArea_um2 = 11400
coreArea_um2 = 7290
die_h_um = 107
die_w_um = 107
pin_count = 62
rows = 31

[pwr]
p_leak_nw = 2.79
power_w = 0.00113
powerDensity_nw_per_um2 = 186
ir_drop_mv = 0.152

[status]
violations = negative setup slack
status = finished with violations

[job]
maxCapViolations = 0
warning_count = 69

[clock_network]
cts_hold_buf = 0

==> timing repair <==
item                                    4_1_cts  5_1_grt
pin swaps                                    58       56
endpoints found under the setup margin       42       38
buffers inserted                             37       11
resized                                     211       98
==> through the flow <==
step | worst slack [ns] | cells | hold slack, ns | util, % | instance area (um2)
floorplan | -0.0265 | 436 | 2.09 | - | 3140
global placement | -0.847 | 718 | 3.11 | 66.1 | 4820
detailed placement | -0.875 | 718 | 3.10 | 66.1 | 4820
CTS | -0.0235 | 754 | 2.96 | 78.1 | 5700
global route | -0.109 | 762 | 2.87 | 83.6 | 6100
finish | -0.00600 | 762 | 2.84 | 83.6 | 6100
==> logic make-up after synthesis <==
kind of cell,after synthesis
compound gates,148
simple gates,140
buf+inv,64
fa+ha+maj,47
mux,24
xor+xnor,13
==> cells in the mapped netlist, drive strengths merged (4+ instances only) <==
cell type / instances / share of area [%]
a31oi: 9 / 2.2
ha: 47 / 19
mux2: 9 / 3.4
a211oi: 5 / 1.2
o22ai: 12 / 2.6
xnor2: 6 / 1.9
xor2: 6 / 1.7
nor4: 5 / 1.0
nand2b: 11 / 2.5
or3: 4 / 0.80
inv: 39 / 4.7
nand3: 11 / 1.8
o211ai: 8 / 1.9
nor3b: 7 / 1.8
a21oi: 35 / 6.0
buf: 17 / 3.9
and4: 4 / 1.3
o21ai: 30 / 4.8
and2: 5 / 1.1
clkbuf: 6 / 0.72
nor2: 27 / 3.4
nor3: 12 / 2.4
mux2i: 15 / 5.3
nand2: 38 / 4.6
==> worst min-delay path: stages <==
cell and delay (ns):
clkdlybuf4s50_1 0.52, a2bb2oi_1 0.19, clkbuf_2 0.09
==> metal layers <==
layer | track usage, % | vias to the layer above | share of wire, %
li1 | - | 2071 | -
met1 | 26.4 | 1991 | 48
met2 | 27.2 | 144 | 44
met3 | 3.27 | 10 | 7.3
met4 | 1.16 | 0 | 0.77
met5 | 0 | - | 0
==> layout make-up <==
cell class | count | area (um2)
fill | 393 | 1200
inverter | 41 | 171
multi-input combinational | 372 | 3740
tap | 99 | 124
timing repair buffer | 250 | 2060
==> power breakdown <==
part	internal, W	leakage (nW)	switching, W
clock network	0	0	0
registers	0	0	0
logic	0.000634	2.79	0.000500
total	0.000634	2.79	0.000500
==> how the worst max path moves through the flow <==
| stage | slack [ns] | end | startpoint | cells past startpoint |
|---|---|---|---|---|
| final | -0.006 | Hex1[6] | Min[5] | 22 |
| after global routing | -0.11 | Hex1[6] | Min[5] | 22 |
| after CTS | -0.02 | Hex1[6] | Min[5] | 23 |
Power is estimated from default activity; no workload was simulated.
